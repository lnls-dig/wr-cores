$ cat flow/config.mk
export PLATFORM = sky130hd
export DESIGN_NAME = SfpIdReader
export DESIGN_NICKNAME = SfpIdReader
export VERILOG_FILES = /design/flow/design.v
export SDC_FILE = /design/flow/constraint.sdc
export NUM_CORES = 4
export LEC_CHECK = 1
export CORE_UTILIZATION = 40
$ cat flow/constraint.sdc
current_design SfpIdReader

set clk_period 10.5
set clk_io_pct 0.2

create_clock -name clk0 -period $clk_period [get_ports {Clk_ik}]

set non_clock_inputs [all_inputs -no_clocks]
set_input_delay [expr $clk_period * $clk_io_pct] -clock clk0 $non_clock_inputs
set_output_delay [expr $clk_period * $clk_io_pct] -clock clk0 [all_outputs]
$ cat flow/design.v
`timescale 1ns/1ns
module SfpIdReader #(
    parameter g_SfpWbBaseAddress = 0,
	      g_WbAddrWidth = 32)
(
    input                            Clk_ik,
    input                            SfpPlugged_i,
    output reg                       SfpIdValid_o,
    output reg             [127 : 0] SfpPN_b128,
    output reg                       WbCyc_o,
    output reg                       WbStb_o,
    output reg [g_WbAddrWidth-1 : 0] WbAddr_ob,
    input                    [7 : 0] WbData_ib8,
    input                            WbAck_i);
localparam s_NoSfp    = 0,
	     s_WbStart  = 1,
	     s_WbClose  = 2,
	     s_Done     = 3;
reg [1:0] State_q    = s_NoSfp,
	     NextState_a;
reg [3:0] ByteRead_c4;
always @(posedge Clk_ik) State_q <= NextState_a;
always @*
    if (!SfpPlugged_i) NextState_a = s_NoSfp;
    else begin
	NextState_a = State_q;
	case (State_q)
	    s_NoSfp:    if (SfpPlugged_i) NextState_a = s_WbStart;
	    s_WbStart:  if (WbAck_i)      NextState_a = s_WbClose;
	    s_WbClose:  if (!WbAck_i)     NextState_a = &ByteRead_c4 ? s_Done : s_WbStart;
	    s_Done:;
	    default: NextState_a = s_NoSfp;
	endcase
    end
always @(posedge Clk_ik)
    case (State_q)
	s_NoSfp: begin
	    SfpIdValid_o  <= 1'b0;
	    ByteRead_c4 <= 4'd0;
	    WbCyc_o     <= 1'b0;
	    WbStb_o     <= 1'b0;
	    WbAddr_ob   <= g_SfpWbBaseAddress + 40;
	    SfpPN_b128  <= 128'd0;
	end
	s_WbStart: begin
	    WbCyc_o     <= 1'b1;
	    WbStb_o     <= 1'b1;
	    if (NextState_a==s_WbClose) SfpPN_b128 <= {SfpPN_b128[119:0], WbData_ib8};
	end
	s_WbClose: begin
	    WbCyc_o     <= 1'b1;
	    WbStb_o     <= 1'b0;
	    if (NextState_a==s_WbStart) begin
		WbAddr_ob   <= WbAddr_ob   + 1'b1;
		ByteRead_c4 <= ByteRead_c4 + 1'b1;
	    end
	end
	s_Done: begin
	    SfpIdValid_o  <= 1'b1;
	    WbCyc_o     <= 1'b0;
	    WbStb_o     <= 1'b0;
	end
    endcase
endmodule
$ cat flow/run.sh
#!/bin/bash
# OpenROAD 26Q1-2900-gdf79404cd8, Yosys 0.63+post, stock flow scripts
make -C /OpenROAD-flow-scripts/flow DESIGN_CONFIG=/design/flow/config.mk WORK_HOME=/design/flow/orfs finish
==> flow_metrics.tcl <==
# metrics dict for downstream scripts
set metrics [dict create \
    outcome "finished clean" \
    max_freq_mhz 190.3 \
    cts_resized 0 \
    warning_count 31 \
    clk_pin_slew_ns 0.06 \
    grt_antenna_before_repair 0 \
    seq_area_frac_synth_pct 72.61 \
    grt_pass1_wl_um 21810 \
    setup_slack_ns 5.245 \
    cts.sinks 169 \
    cap_violations 0 \
    finalSetupViolations 0 \
    cts_root_buffer "clkbuf_16" \
    holdBufCountCts 0 \
    ys_area_sq_um 6934 \
    rsz0062_at_grt "no" \
    cts_tree "done" \
    place_ws_ns 4.815 \
    arrival_ns 5.31 \
    vias 4403 \
    syn_avg_cell_area_sq_um 14.48 \
    synth_stat.cells 479 \
    grt_pass1_vias 4176 \
    ctsLongestPathBuffers 2 \
    core_area_sq_um 16760 \
    fin_crit_ns 5.255 \
    yosys-top-cells-area "edfxtp_1, and2_1, or4_1" \
    drc 0 \
    via_per_inst 4.970 \
    clk_latency_ns 0.41 \
    max-vdd-ir-drop_v 0.0001250 \
    ant_nets 0 \
    die_area_sq_um 17870 \
    wl_per_cell_um 15.57 \
    wl_um 13790 \
    n_antenna_cell 0 \
    synth_area_sq_um 6934 \
    largest_area_cell "edfxtp_1" \
    drt_iter0_markers 280 \
    ys_types 35 \
    synthXorXnorAreaFrac_pct 1.516 \
    tns_ns 0 \
    synth.cellmix.compoundShare_pct 4.168 \
    fp_util_pct 41.37 \
    fin_crit_sh_pct 50.05 \
    final_hold_viol_count 0 \
    power.leakage_nw 3.302 \
    synthAdderAreaFrac_pct 1.263 \
    hpwl_um 8954 \
    flop_cell "edfxtp_1" \
    simple_gate_share_pct 18.57 \
    path_class "in -> reg" \
    rows 47 \
    post-cts-setup-buffers 0 \
    area_delta_synth_final_pct 37.06 \
    hp-class "reg -> reg" \
    cp_max_fo 57 \
    die_h_um 133.7 \
    ys_seq_elements 169 \
    synthCells 479 \
    grt_max_degree 105 \
    critPathLaunchType "input port" \
    top_logic_kind "simple AND/OR/NAND/NOR gates" \
    end_kind "flip-flop" \
    grt.total_usage_pct 16.75 \
    async_flop_share_pct 0 \
    power_density_nw_per_um2 185.7 \
    drive_above_1_share_pct 6.006 \
    mux_share_pct 0 \
    clock_skew_ns 0.009517 \
    gp_congestion 0.7890 \
    die_x_um 133.7 \
    grt_overflow 0 \
    yosysWarnings 1 \
    holdWs_ns 0.5496 \
    tightest_slew_ns 0.7807 \
    edf_count 165 \
    regToRegSetupSlack_ns 6.57 \
    cp.required_ns 10.56 \
    h-tree-depth 4 \
    portBuffers 173 \
    top_cell_area_share_pct 71.45 \
    drt-pass1-iter-count 4 \
    io_pins 174 \
    final-max-slew-violation-count 0 \
    max_slew_margin_pct 47.79 \
    cts_buffers 17 \
]
placed cells by master, fill, tap and decap left out, types with 3 or more instances in the layout:
cell type and count:
clkdlybuf4s50_1 173, o21ai_0 9, a21oi_1 20, and2_1 131
edfxtp_1 165, bufinv_16 3, buf_4 5, inv_1 8
ha_1 6, nand2_1 10, nor2_1 14, clkinv_1 3
dfxtp_1 4, xnor2_1 3, clkbuf_16 17, and4_1 4
nor2b_1 3, clkinv_2 3, or4_1 16, xor2_1 9
nand4_1 10, o31ai_1 12, or3_1 5, clkinv_4 3
nand3_1 11
flip-flops by register name, summed over array words and instances (netlist names):
name          cells
ByteRead_c4       4
SfpIdValid_o      1
SfpPN_b128      128
State_q           2
WbAddr_ob        32
WbCyc_o           1
WbStb_o           1
worst max-delay path: stages:
cell and delay, ns:
clkdlybuf4s50_1 0.48, nor2b_1 0.20, nand4_1 0.13, a211oi_1 0.55, a41o_4 0.80, buf_4 0.53
buf_4 0.49
per-stage QoR:
stage / power, mW / util [%] / std cells / area, sq um
after global placement: 1.159 / 53.21 / 854 / 8917
after CTS: 1.785 / 56.71 / 886 / 9504
after floorplan: 0.9685 / - / 479 / 6934
after detailed placement: 1.163 / 53.21 / 854 / 8917
after global routing: 1.842 / 56.71 / 886 / 9504
final: 1.765 / 56.71 / 886 / 9504
power by group:
part           total (mW)  internal [mW]  leakage, nW  switching, mW
Combinational       0.243          0.158         1.31         0.0843
Clock               0.619          0.372        0.282          0.247
Sequential          0.903          0.852         1.71         0.0511
Total                1.76           1.38         3.30          0.382
worst paths after layout:
path | end | cells past startpoint | start
worst max-delay path | SfpPN_b128[97] | 7 | WbAck_i
worst min-delay path | SfpPN_b128[80] | 1 | SfpPN_b128[72]
worst max register to register | SfpPN_b128[97] | 8 | State_q[0]
worst min register to register | SfpPN_b128[80] | 1 | SfpPN_b128[72]
cells by family (layout without fill, tap and decap cells):
logic type | Yosys count | count (layout)
AOI/OAI and AO/OA | 48 | 48
xor gates and xnor gates | 12 | 12
and+or+nand+nor | 211 | 211
adders and majority gates | 7 | 7
DFF | 169 | 169
buffers and inverters | 32 | 219
per-layer routing:
| metal | routed length, um | global-route usage (%) | up-vias |
|---|---|---|---|
| met5 | 0 | 0 | - |
| met4 | 97 | 1.578 | 0 |
| met3 | 1660 | 8.547 | 8 |
| met2 | 6091 | 22.77 | 162 |
| met1 | 5945 | 27.45 | 2123 |
| li1 | - | - | 2110 |
cells in the mapped netlist, types with 2 or more instances:
| cell type | instances |
|---|---|
| clkbuf_1 | 20 |
| dfxtp_1 | 4 |
| a21oi_1 | 21 |
| nand3_1 | 11 |
| o31ai_1 | 12 |
| nand2_1 | 10 |
| or3_2 | 2 |
| o21ai_0 | 9 |
| nand4_1 | 10 |
| ha_1 | 7 |
| and2_1 | 131 |
| nor2b_1 | 3 |
| edfxtp_1 | 165 |
| nor2_1 | 14 |
| inv_1 | 8 |
| xor2_1 | 9 |
| or4_1 | 16 |
| and4_1 | 4 |
| or3_1 | 5 |
| xnor2_1 | 3 |
cell type report:
cell class                 count  area [sq um]
tap                          220         275.3
inverter                       9         33.78
multi-input combinational    278          1804
sequential                   169          5035
fill                        1316          7256
clock inverter                13         153.9
clock buffer                  19         432.9
timing repair buffer         178          1769
Power and IR drop assume default switching activity.
